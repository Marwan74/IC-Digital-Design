<file path="flow/constraint.sdc">
current_design Spi_Wrapper

set clk_period 70.0
set clk_io_pct 0.2

create_clock -name clk0 -period $clk_period [get_ports {clk}]

set non_clock_inputs [all_inputs -no_clocks]
set_input_delay [expr $clk_period * $clk_io_pct] -clock clk0 $non_clock_inputs
set_output_delay [expr $clk_period * $clk_io_pct] -clock clk0 [all_outputs]
</file>
<file path="flow/design.v">
module Ram(clk,rst_n,din,rx_valid,dout,tx_valid);
 parameter MEM_DEPTH = 256 ;
 parameter ADDR_SIZE = 8 ;
 input clk,rst_n,rx_valid;
 input [9:0] din;
 output reg tx_valid;
 output reg [7:0] dout;
 reg [ADDR_SIZE-1:0] mem [MEM_DEPTH-1:0];
 reg [ADDR_SIZE-1:0] addr;
 always @(posedge clk) begin
    if (!rst_n) begin
      dout <= 0;
      tx_valid <= 0;
      addr <= 0;
    end
    else begin
        if (rx_valid) begin
          case (din[9:8])
            2'b00 :begin
              addr <= din[7:0];
              tx_valid <= 0;
            end 
            2'b01 : begin
              mem[addr] <= din[7:0];
              tx_valid <= 0;
            end 
            2'b10 : begin
              addr <= din[7:0];
              tx_valid <= 0;
            end  
            2'b11 : begin
              dout <= mem[addr];
              tx_valid <= 1'b1;
            end 
          endcase
        end
    end
 end
endmodule
module Spi_Wrapper(clk,rst_n,MISO,MOSI,SS_n);
 input clk,rst_n,SS_n,MOSI;
 output MISO;
 wire [9:0] rx_data_din;
 wire rx_valid_bus,tx_valid_bus;
 wire [7:0] tx_data_dout;
 spi_slave spi (clk,rst_n,SS_n,MOSI,tx_valid_bus,tx_data_dout,MISO,rx_valid_bus,rx_data_din);
 Ram ram (clk,rst_n,rx_data_din,rx_valid_bus,tx_data_dout,tx_valid_bus);
endmodule
module spi_slave(clk,rst_n,SS_n,MOSI,tx_valid,tx_data,MISO,rx_valid,rx_data);
 parameter IDLE = 3'b000 ;
 parameter CHK_CMD = 3'b001 ;
 parameter WRITE = 3'b010 ;
 parameter READ_ADD = 3'b011 ;
 parameter READ_DATA = 3'b100 ;
 input clk,rst_n,MOSI,SS_n,tx_valid;
 input [7:0] tx_data;
 output reg MISO;
 output rx_valid;
 output reg [9:0] rx_data;
 (* fsm_encoding = "gray" *)
 reg [2:0] cs,ns;
 reg [3:0] counter_1;  
 reg [3:0] counter_2;  
 reg ckh_read_address;  
 always @(posedge clk) begin
    if(!rst_n) begin
      cs <= IDLE;
    end
    else begin
      cs <= ns;
    end
 end
 always @(*) begin
    case (cs)
        IDLE : begin
          if(SS_n == 0) 
           ns = CHK_CMD;
          else 
           ns = IDLE; 
        end
        CHK_CMD : begin
          if (SS_n == 0 && MOSI == 0) begin
            ns = WRITE;
          end
          else if (SS_n == 0 && MOSI == 1 && ckh_read_address == 0) begin
            ns = READ_ADD;
          end
          else if (SS_n == 0 && MOSI == 1 && ckh_read_address == 1) begin
            ns = READ_DATA;
          end
          else begin
            ns = IDLE;
          end
        end
        WRITE : begin
          if (SS_n) begin
            ns = IDLE;
          end
          else begin
            ns = WRITE;
          end
        end
        READ_ADD : begin
          if (SS_n) begin
            ns = IDLE;
          end
          else begin
            ns = READ_ADD;
          end
        end
        READ_DATA : begin
          if (SS_n) begin
            ns = IDLE;
          end
          else begin
            ns = READ_DATA;
          end
        end
        default : ns = IDLE;
    endcase
 end
always @(posedge clk) begin
    if (!rst_n) begin
      rx_data <= 0;
      counter_1 <= 0;
      counter_2 <= 4'b1000;
      MISO <= 0;
      ckh_read_address <= 0;
    end
    else begin
    case (cs)
        IDLE : begin
          rx_data <= 0;
          counter_1 <= 0;
          counter_2 <= 4'b1000;
          MISO <= 0;
        end
        CHK_CMD : begin
          rx_data <= 0;
          counter_1 <= 0;
          counter_2 <= 4'b1000;
          MISO <= 0;
        end
        WRITE : begin
          if (counter_1 < 10) begin
            rx_data[9-counter_1] <= MOSI;
            counter_1 <= counter_1 + 1;
          end
        end
        READ_ADD : begin
          if (counter_1 < 10) begin
            ckh_read_address <= 1;
            rx_data[9-counter_1] <= MOSI;
            counter_1 <= counter_1 + 1;
          end
        end
        READ_DATA : begin
          if (counter_1 < 10) begin
            rx_data[9-counter_1] <= MOSI;
            counter_1 <= counter_1 + 1;
          end
          if (tx_valid) begin
            if(counter_2 > 0) begin
              MISO <= tx_data[counter_2-1];
              counter_2 <= counter_2 - 1;
              ckh_read_address <= 0;
            end
            else begin
              MISO <= 0;
            end
          end
        end
        default : begin
          counter_1 <= 0;
          counter_2 <= 8;
          rx_data <= 0;
          MISO <= 0;
        end
    endcase
    end
end
assign rx_valid = ((cs == WRITE || cs == READ_DATA || cs == READ_ADD) && counter_1 == 10) ? 1 : 0;
endmodule
</file>
<file path="flow/run.sh">
#!/bin/bash
# OpenROAD 26Q1-2900-gdf79404cd8, Yosys 0.63+post, stock flow scripts
make -C /OpenROAD-flow-scripts/flow DESIGN_CONFIG=/design/flow/config.mk WORK_HOME=/design/flow/orfs finish
</file>
<file path="flow/config.mk">
export PLATFORM = sky130hd
export DESIGN_NAME = Spi_Wrapper
export DESIGN_NICKNAME = Spi_Wrapper
export VERILOG_FILES = /design/flow/design.v
export SDC_FILE = /design/flow/constraint.sdc
export NUM_CORES = 4
export LEC_CHECK = 1
export CORE_UTILIZATION = 50
</file>
==> impl_metrics.toml <==
# implementation run metrics
[critical_path]
reg2regPathDepth = 11
critPathLaunchType = "input port"
end_kind = "flop"
r2r-start = "ram.addr[1]$_SDFFE_PN0P_"
path_class = "in -> reg"
crit_required_ns = 70.45
reg2reg_to = "ram.dout[3]$_SDFFE_PN0P_"
crit_path_end = "ram.mem[134][2]$_DFFE_PP_"
crit_path_max_fanout = 31
arrival_ns = 17.44
critPathLaunch = "rst_n"
reg2reg_slack_ns = 64.12

[power]
finalPower_w = 0.00247
pwr-share-clk_pct = 45.1
power.density_nw_per_um2 = 26.9
switching_share_pct = 19.2
internal_power_w = 0.00199
p_sw_w = 0.000473
seqPwrFrac_pct = 54.8
max-vdd-ir-drop_uv = 24.3
p_leak_nw = 24.4
p_comb_share_pct = 0.1

[synth]
syn_area_um2 = 82200
ys_seq_share_pct = 75.8
async_flop_share_pct = 0
synth-edff-count = 2048
synth_cell_types = 65
largest_area_cell = "edfxtp_1"
top_cells_by_area = "edfxtp_1 75%, mux4_2 13%, mux2i_1 2.1%"
synth_area_per_cell_um2 = 20.7
yosysWarnings = 3
yosys_most_used_dff = "edfxtp_1"
synth_chip_area_um2 = 82200
synth_cells = 3977
top_area_share_pct = 74.8
yosys_cells = 3977
synth_flop_count = 2090

[cts]
htree_levels = 4
clk_latency_ns = 0.84
holdBufCountCts = 0
cts.clk_slew.worst_paths_ns = 0.06
cts_max_path_buffers = 3
clock_sinks = 2090
postCtsSetupBuffers = 0
cts_tree = "built"
post_cts_resized = 0
cts-root-buf = "clkbuf_16"
cts_buffers = 207

[sta]
skew_ns = 0.0360
tightest_slew_ns = 0.914
rsz0062_at_grt = "no"
fin_hold_ws_ns = 0.439
setup_viol = 0
layout_setup_ws_ns = 53.02
fin_crit_ns = 16.98
slew_violations = 0
fmaxAchievable_mhz = 58.9
relSlewSlack_pct = 37.3
fin_crit_sh_pct = 24.3
hold_viol = 0
setup_tns_ns = 0

[floorplanning]
core_area_um2 = 163000
num_io_pins = 5
dieArea_um2 = 166000
fp.dieW_um = 408
fp_util_pct = 50.5
die_height_um = 408
num_rows = 148

[routing]
top_layer_used = "met5"
wirelength_um = 220000
viasPerCell = 6.22
dr.pass1.iters = 5
drt-met1-wl_um = 70900
wl_per_cell_um = 34.0
vias = 40251
route.antenna.remaining_nets = 0
drt_iter0_markers = 3304
wl_met3_um = 40400
drcViolationCount = 0
wl_met2_um = 101000

[placed_design]
placedInstanceArea_um2 = 84800
pre_cts_slack_ns = 52.18
gp_congestion = 0.953
numPortBuffers = 4
dpl.hpwl_um = 137000

[finish]
post-route-cell-area_um2 = 91600
drive_gt1_share_pct = 23.5
fill_cells = 11911
layout.cells.most_common_list = "2,048 x edfxtp_1, 483 x mux4_2, 337 x nor2_1"
lay_top_count = "edfxtp_1"
area_delta_synth_final_pct = 11.4

[hold_path]
min-delay-path-class = "reg -> reg"
min-delay-start = "spi.cs[0]$_DFF_P_"

[global_routing]
grt_max_degree = 101
grt_pass1_vias = 45007
overflow = 0
antenna_found_initial = 5
grt_use_total_pct = 30.5
grt_pass1_wl_um = 318000

[run]
warnings = 34
maxCapViolCount = 0

[status]
run_status = "complete, no violations"
==> flip-flops by register name, summed over array words and instances (netlist names) <==
name and count:
ram.addr 8, spi.cs 5, spi.ckh_read_address 1, ram.dout 8, spi.MISO 1, spi.counter_2 4, spi.counter_1 4, ram.mem 2048
spi.rx_data 10, ram.tx_valid 1
==> cells by family after synthesis <==
logic type / synth area share [%]
AND/OR/NAND/NOR: 3.15
multiplexers: 16.0
buffers and inverters: 1.95
flip-flops: 75.8
AND-OR/OR-AND: 2.80
adder cells (fa/ha/maj): 0.213
XOR/XNOR: 0.0533
==> Yosys cell counts (all sizes together), types with 43 or more instances <==
cell	count
o21ai	46
clkbuf	65
nand2	85
edfxtp	2048
a211oi	54
buf	168
mux2i	172
a21oi	52
nor2b	43
a22oi	55
mux4	491
nor2	340
==> worst min-delay path by stage <==
stage / end / slack, ns / depth (start not counted)
global route: spi.cs[3]$_DFF_P_ / 0.46 / 2
finish: spi.cs[3]$_DFF_P_ / 0.44 / 2
CTS: spi.cs[3]$_DFF_P_ / 0.44 / 2
==> critical path, stage by stage <==
cell and delay (ns):
clkdlybuf4s50_1 0.45, buf_4 0.34, nor2b_1 0.18, nand4_1 0.64
nor3_1 0.38, buf_4 0.21, nand2_1 0.45, nor2_1 0.74
==> metal layers <==
metal / global-route usage (%) / vias up
met1: 40.4 / 19966
met3: 24.5 / 390
met4: 7.11 / 18
met2: 42.0 / 3046
li1: - / 16831
met5: 0.833 / -
==> power groups by stage <==
stage | Clock [W] | Sequential [W] | Combinational [W]
CTS | 0.00113 | 0.00135 | 0.00000235
global route | 0.00118 | 0.00135 | 0.00000264
finish | 0.00111 | 0.00135 | 0.00000236
==> final cells by class <==
| cell class | instances | area [um2] | share of cell area (%) |
|---|---|---|---|
| Sequential cell | 2090 | 62400 | 68.1 |
| Clock buffer | 233 | 5300 | 5.78 |
| Multi-Input combinational cell | 1636 | 18300 | 20.0 |
| Tap cell | 2175 | 2720 | 2.97 |
| Clock inverter | 159 | 1570 | 1.71 |
| Inverter | 18 | 67.6 | 0.0737 |
| Timing Repair Buffer | 158 | 1260 | 1.37 |
| Antenna cell | 2 | 5.00 | 0.00546 |
==> per-stage QoR <==
stage	utilization (%)	cells
detailed placement	52.0	6077
finish	56.2	6471
global placement	52.0	6077
floorplan	-	3977
global route	56.2	6469
CTS	56.2	6469
Power and IR drop assume default switching activity.
