File: /design/flow/config.mk
export PLATFORM = sky130hd
export DESIGN_NAME = UART_wrapper
export DESIGN_NICKNAME = UART_wrapper
export VERILOG_FILES = /design/flow/design.v
export SDC_FILE = /design/flow/constraint.sdc
export NUM_CORES = 4
export LEC_CHECK = 1
export CORE_UTILIZATION = 30
File: /design/flow/constraint.sdc
current_design UART_wrapper

set clk_period 4.3
set clk_io_pct 0.2

create_clock -name clk0 -period $clk_period [get_ports {clk}]

set non_clock_inputs [all_inputs -no_clocks]
set_input_delay [expr $clk_period * $clk_io_pct] -clock clk0 $non_clock_inputs
set_output_delay [expr $clk_period * $clk_io_pct] -clock clk0 [all_outputs]
File: /design/flow/design.v
module Baud_Generator(clk,rst,sample_tick);
 parameter CLK_FREQ = 50000000 ;
 parameter BAUD_RATE = 19200 ;
 parameter OVERSAMPLING_FACTOR = 16 ;
 parameter SAMPLE_TICK_DIVISOR = CLK_FREQ / (BAUD_RATE * OVERSAMPLING_FACTOR);
 input clk,rst;
 output reg sample_tick;
 reg [8:0] sample_counter;
 always @(posedge clk or posedge rst) begin
    if (rst) begin
      sample_tick <= 0;
      sample_counter <= 0;
    end
    else begin
      if (sample_counter == SAMPLE_TICK_DIVISOR -1) begin
        sample_counter <= 1'b0;
        sample_tick <= 1'b1;
      end
      else begin
        sample_counter <= sample_counter + 1;
        sample_tick <= 1'b0;
      end
    end
 end
endmodule
module Receiver_TOP (clk, rst, S_tick, rx, rx_rd_en, rx_rd_data, rx_empty, rx_full, frame_error);
    parameter N_BIT = 8;   
    input clk, rst, S_tick, rx, rx_rd_en;
    output [N_BIT - 1 : 0] rx_rd_data;
    output rx_empty, rx_full, frame_error;
    wire rx_done_tick;   
    wire [N_BIT - 1 : 0] rx_wr_data;   
    Receiver receiver (.clk(clk), .s_tick(S_tick), .rst(rst), .rx_data(rx), .dout(rx_wr_data), 
                      .rx_done_tick(rx_done_tick), .framing_error(frame_error));
    fifo rx_fifo (.clk(clk), .rst(rst), .wr_en(rx_done_tick), .w_data(rx_wr_data), .rd_en(rx_rd_en), 
                       .r_data(rx_rd_data), .empty(rx_empty), .full(rx_full));
endmodule
module Receiver(clk,rst,rx_data,s_tick,rx_done_tick,dout,framing_error);
 parameter DATA_BIT = 8 ;       
 parameter IDLE = 2'b00 ;       
 parameter START = 2'b01 ;      
 parameter DATA = 2'b10 ;       
 parameter STOP = 2'b11 ;       
 input clk,rst,rx_data,s_tick;                
 output reg rx_done_tick,framing_error;       
 output reg [DATA_BIT-1:0] dout;              
 (* fsm_encoding = "one_hot" *)
 reg [1:0] cs,ns;           
 reg [3:0] sample_counter;  
 reg [3:0] Bit_counter;     
 reg [7:0] rx_shift_reg;    
 always @(posedge clk or posedge rst) begin
  if (rst) begin
   cs <= IDLE;  
  end
  else begin
   cs <= ns;    
  end
 end
 always @(*) begin
  case (cs)
  IDLE : begin
   if (~rx_data) begin
    ns = START;
   end
   else begin
    ns = IDLE;
   end
  end
  START : begin
   if (s_tick && sample_counter== 7) begin
    ns = DATA;
   end
   else begin
    ns = START;
   end
  end
  DATA : begin
   if (Bit_counter == (DATA_BIT-1) && sample_counter == 15 && s_tick) begin
    ns = STOP;
   end
   else begin
    ns = DATA;
   end
  end
  STOP : begin
   if(s_tick && sample_counter == 15) begin
    ns = IDLE;
   end
   else begin
    ns = STOP;
   end
  end
 endcase 
 end
 always @(posedge clk or posedge rst) begin
  if(rst) begin
   sample_counter <= 4'd0;
   Bit_counter <= 3'd0;
   rx_shift_reg <= 8'd0;
   rx_done_tick <= 1'b0;
   dout <= 0;
   framing_error <= 1'b0;
  end
  else begin
   rx_done_tick <= 1'b0;  
   framing_error<= 1'b0;  
   if (s_tick) sample_counter <= sample_counter + 1;
   case (cs)
    IDLE : begin
     sample_counter <= 0;
     if(~rx_data) begin
      Bit_counter <= 0;
     end
    end
    START : begin
     if(s_tick && sample_counter == 7) begin
      if(~rx_data) begin
       sample_counter <= 0;
      end
     end
    end
    DATA : begin
     if (s_tick && sample_counter == 15) begin
      sample_counter <= 0;  
      if(Bit_counter < DATA_BIT) begin
       rx_shift_reg <= {rx_data,rx_shift_reg[7:1]};
       Bit_counter <= Bit_counter + 1;
      end
     end
    end
    STOP : begin
     if(s_tick && sample_counter == 15) begin
      if(rx_data == 1'b1) begin
       dout <= rx_shift_reg;
       rx_done_tick <= 1'b1;
      end
      else begin
       framing_error <= 1'b1;
      end
     end
    end
   endcase
  end
 end
endmodule
module transmiter(clk,rst,s_tick,tx_data,tx_start,tx_done_stick,tx_out);
 parameter DATA_BIT = 8 ;       
 parameter IDLE = 2'b00 ;       
 parameter START = 2'b01 ;      
 parameter SHIFT = 2'b10 ;      
 parameter DONE = 2'b11 ;       
 input clk,rst,s_tick,tx_start;           
 input [DATA_BIT-1:0] tx_data;            
 output reg tx_out,tx_done_stick;         
 (* fsm_encoding = "one_hot" *)
 reg [1:0] cs,ns;           
 reg [7:0] tx_shift_reg;    
 reg [2:0] bit_counter;     
 reg [3:0] tick_count;      
 always @(posedge clk or posedge rst) begin
  if(rst) begin
   cs <= IDLE;  
  end
  else begin
   cs <= ns;    
  end
 end
 always @(*) begin
  case (cs)
    IDLE : begin
     if(tx_start) begin
       ns = START;
      end
     else begin
       ns = IDLE;  
      end
  end
    START : begin
     if(s_tick && tick_count == 15) begin
       ns = SHIFT;
      end
     else begin
       ns = START;
      end
  end
    SHIFT : begin
     if (s_tick && (bit_counter == DATA_BIT-1) && (tick_count == 15)) begin
       ns = DONE;
      end
     else begin
       ns = SHIFT;
      end
  end
    DONE : begin
     if(s_tick && tick_count == 15) begin
       ns = IDLE;
      end
     else begin
       ns = DONE;
      end
  end
 endcase 
end
 always @(posedge clk or posedge rst) begin
  if (rst) begin
   tx_out <= 1'b1;
   tx_done_stick <= 1'b0;
   tx_shift_reg <= 0;
   bit_counter <= 0;
   tick_count <= 0;
  end
  else begin
    tx_done_stick <= 1'b0;
    if(s_tick) begin
     if(tick_count == 15) begin
       tick_count <= 0;  
      end
     else begin
      tick_count <= tick_count + 1;
      end
    end
   case (cs)
    IDLE : begin
     tx_out <= 1'b1;
    tick_count <= 0;
    if(tx_start) begin
     bit_counter <= 0;
    end
  end
    START : begin
    tx_out <= 1'b0;
    tx_shift_reg <= tx_data;
  end
    SHIFT : begin
    tx_out <= tx_shift_reg[0];
    if (s_tick && (tick_count == 15)) begin
      if(bit_counter < DATA_BIT) begin
       tx_shift_reg <= tx_shift_reg >> 1;
      bit_counter <= bit_counter + 1;
     end
   end
  end
    DONE : begin
    tx_out <= 1'b1;
    if (s_tick && (tick_count == 15)) begin
      tx_done_stick <= 1'b1;
    end
  end
endcase
end
end
endmodule
module Transmitter_TOP (clk, rst, S_tick, tx_wr_data, tx_wr_en, tx, tx_full);
    parameter N_BIT = 8;   
    input clk, rst, S_tick, tx_wr_en;
    input [N_BIT - 1 : 0] tx_wr_data;
    output tx, tx_full;
    wire tx_done_tick;   
    wire [N_BIT - 1 : 0] tx_rd_data;   
    wire tx_empty;   
    transmiter transmitter (.clk(clk), .s_tick(S_tick), .rst(rst), .tx_start(~ tx_empty), 
                         .tx_data(tx_rd_data), .tx_out(tx), .tx_done_stick(tx_done_tick));
    fifo tx_fifo (.clk(clk), .rst(rst), .wr_en(tx_wr_en), .w_data(tx_wr_data), 
                       .rd_en(tx_done_tick), .r_data(tx_rd_data), .empty(tx_empty), .full(tx_full));
endmodule
module UART_wrapper (clk, rst, din, tx_wr_en, rx_rd_en, rx, dout, tx, framing_error, rx_empty, rx_full, tx_full);
    parameter WIDTH = 8;
    input clk, rst;
    input rx_rd_en;  
    input tx_wr_en;  
    input rx;        
    input [WIDTH - 1 : 0] din;  
    output rx_empty,rx_full;  
    output tx_full;           
    output [WIDTH - 1 : 0] dout;  
    output tx;                
    output framing_error;     
   wire S_tick;          
    Baud_Generator baud (.clk(clk), .rst(rst), .sample_tick(S_tick));
    Transmitter_TOP tx_top (.clk(clk), .rst(rst), .S_tick(S_tick), .tx_wr_data(din), .tx_wr_en(tx_wr_en),
                           .tx(tx), .tx_full(tx_full));
    Receiver_TOP rx_top (.clk(clk), .rst(rst), .S_tick(S_tick), .rx(rx), .rx_rd_en(rx_rd_en), .rx_rd_data(dout),
                         .rx_empty(rx_empty), .rx_full(rx_full), .frame_error(framing_error));
endmodule
module fifo (clk, rst, wr_en, w_data, rd_en, r_data, empty, full);
    parameter WIDTH = 8;
    parameter DEPTH = 16;
    parameter ADDR_SIZE = 4;
    input clk, rst, wr_en, rd_en;
    input [WIDTH - 1 : 0] w_data;
    output empty, full;
    output reg [WIDTH - 1 : 0] r_data;
    reg [WIDTH - 1 : 0] fifo [DEPTH - 1 : 0];
    reg [ADDR_SIZE : 0] wr_ptr, rd_ptr;
    assign full = (wr_ptr[ADDR_SIZE] != rd_ptr[ADDR_SIZE]) && (wr_ptr[ADDR_SIZE - 1 : 0] == rd_ptr[ADDR_SIZE - 1 : 0])? 1 : 0;
    assign empty = (wr_ptr == rd_ptr)? 1 : 0;
    always @ (posedge clk) begin
        if (rst) begin
            r_data <= 0;
            wr_ptr <= 0;
            rd_ptr <= 0;
        end
        else begin
            if (wr_en && (full != 1'b1)) begin
                wr_ptr <= wr_ptr + 1;
                fifo[wr_ptr[ADDR_SIZE - 1 : 0]] <= w_data;
            end
            if (rd_en && (empty != 1'b1)) begin
                rd_ptr <= rd_ptr + 1;
                r_data <= fifo[rd_ptr[ADDR_SIZE - 1 : 0]];
            end
        end
    end
endmodule
File: /design/flow/run.sh
#!/bin/bash
# OpenROAD 26Q1-2900-gdf79404cd8, Yosys 0.63+post, stock flow scripts
make -C /OpenROAD-flow-scripts/flow DESIGN_CONFIG=/design/flow/config.mk WORK_HOME=/design/flow/orfs finish
==> impl_metrics.ini <==
; synthesis and place-and-route metrics
[final_timing]
tightest_slew_ns = 0.8675
timing.fmax_mhz = 287.8
fin_setup_tns_ns = 0
grt_setup_unrepaired = no
hold_violations = 0
maxSlewViolCount = 0
min_period_over_period_pct = 80.80
period_needed_ns = 3.475
finalSetupViolCount = 0
finClkSkew_ns = 0.01239
slew_headroom_pct = 42.02

[clocking]
post_cts_buffers = 0
clk_pin_slew_ns = 0.06
cts_hold_buffers = 0
cts_max_level = 2
cts.path.max_buffers = 3
cts.repair.resized = 0
cts_tree = done
cts_made_buffers = 37
cts_sinks = 353
cts_root_buf = clkbuf_16
clk_latency_ns = 0.53

[hold_path]
hp-class = reg -> reg

[placed_design]
placed_cells = 1531
gp_congestion = 0.8364
port_buffers = 25
place.detailed.hpwl_um = 17250

[global_routing]
antenna_found_initial = 0
grt_pass1_wl_um = 44130
grt_pass1_vias = 7912
grt.total_usage_pct = 12.09
grt_start_max_net_pins = 52
gr-total-overflow = 0

[detailed_routing]
drt_iter0_drc = 430
highest_layer = met4
routedWlPerCell_um = 17.42
met3WireLength_um = 2396
num_vias = 7734
drc = 0
ant_nets = 0
first_pass_iters = 4
wl_met2_um = 13360
vias_per_cell = 4.840
routed_wl_um = 27840
antenna_cells = 0
m1WireLength_um = 11550

[finish]
final_cells = 1598
flop_area_um2 = 9942
fillers = 4459
drive_above_1_share_pct = 16.58
synthToLayoutAreaGrowth_pct = 14.32
logic_area_um2 = 4288

[floorplanning]
num_rows = 80
die_area_um2 = 49550
core_um2 = 47850
initial_core_util_pct = 30.52
die_w_um = 222.6
dieHeight_um = 222.6
ios = 26

[setup_path]
worstSetupEndpointType = primary output
path_class = reg -> out
slowest_delay_ns = 0.68
cp_num_buf_inv = 1
slowest_stage = dfxtp_1
worstPathRequired_ns = 3.44
crit_family = simple AND/OR/NAND/NOR gates
startpoint_type = flop
cp_data_arrival_time_ns = 2.61
cp_max_fo = 17
crit_chain = xnor2_1 > nand4_1 > nor2_1 > clkdlybuf4s50_1

[power]
seq_power_share_pct = 54.2
vdd_drop_max_mv = 0.2326
switchingPower_uw = 1331
p_leak_uw = 0.006043
netSwitchingFraction_pct = 19.76
pwr_density_cell_nw_per_um2 = 403.8
p_comb_share_pct = 1.7
clockPowerShare_pct = 44.2
p_int_uw = 5408

[synth]
synthDistinctLibCells = 57
synth_flop_count = 353
netlist.area_leader.share_pct = 52.65
yosysTopAreaCell = edfxtp_1
seq_area_frac_synth_pct = 68.07
ys_area_um2 = 14600
netlist_instances = 910
synth-async-reset-ratio_pct = 17.28
syn_area_um2 = 14600
edf_count = 256
syn_avg_cell_area_um2 = 16.04
yosys_cells = 910
synth_top_flop_cell = edfxtp_1
area_leaders = edfxtp_1, dfrtp_1, mux4_1
yosysWarnings = 6

[run_status]
status = complete, no violations

[job]
warning_count = 32
cap_violations = 0
==> cell usage in the layout (no fill, tap or decap), types with 10 or more instances in the layout <==
cell             count
xnor2_1             21
and4_1              10
o22ai_1             16
edfxtp_1           256
a21oi_1             41
xor2_1              16
mux4_2              17
nor3_1              18
ha_1                17
clkbuf_16           39
clkdlybuf4s50_1     25
inv_1               10
nor2b_1             10
dfxtp_1             33
clkbuf_1            13
o21ai_0             35
mux2i_1             22
nor2_1              44
buf_4               35
dfrtp_1             58
mux4_1              31
mux2_2              48
nand2_1             45
a211oi_1            17
==> worst register-to-register path: stages (launching register included) <==
cell and delay, ns:
dfxtp_1 0.68, xnor2_1 0.18, nand4_1 0.40, o21ai_2 0.75
nor2_1 0.18, and4_1 0.40
==> area by class of cell <==
type / instances / area share [%]
flip-flops and latches: 353 / 59.57
multi-input cells: 491 / 25.69
clock buffers: 52 / 6.139
well taps: 615 / 4.610
repair buffers: 60 / 3.073
clock inverters: 15 / 0.6447
inverters: 12 / 0.2774
==> per-layer routing <==
layer	track usage, %	up-vias
li1	-	3653
met1	16.13	3808
met2	19.00	228
met3	5.478	45
met4	2.225	0
met5	0	-
==> power by group through the flow <==
| stage | sequential [µW] | combinational (µW) | clock [µW] |
|---|---|---|---|
| after CTS | 3650 | 114 | 3060 |
| after global routing | 3650 | 124 | 3180 |
| final | 3650 | 111 | 2980 |
==> kinds of logic after synthesis <==
family / Yosys count / synth area share, %
AOI/OAI and AO/OA: 139 / 5.828
xor gates and xnor gates: 37 / 2.220
adders and majority gates: 17 / 1.457
buffers and inverters: 66 / 2.648
DFF: 353 / 68.07
muxes: 118 / 13.41
and+or+nand+nor: 180 / 6.367
==> metrics by stage <==
step / util [%] / power (µW) / instance area, µm² / setup WS [ns] / hold WS (ns)
after CTS: 34.88 / 6828 / 16690 / 0.7895 / 0.4823
after global routing: 34.88 / 6951 / 16690 / 0.6630 / 0.5010
after floorplan: - / 3777 / 14600 / 1.424 / 0.4465
final: 34.88 / 6739 / 16690 / 0.8255 / 0.4748
after global placement: 32.52 / 3835 / 15560 / 1.309 / 0.4652
after detailed placement: 32.52 / 3836 / 15560 / 1.299 / 0.4709
==> worst paths after layout <==
path	slack [ns]	from	depth (start not counted)	end
worst min register to register	0.47	baud.sample_counter[8]	1	baud.sample_counter[8]
worst min-delay path	0.47	baud.sample_counter[8]	1	baud.sample_counter[8]
worst max-delay path	0.83	tx_top.tx_fifo.wr_ptr[3]	4	tx_full
worst max register to register	1.43	tx_top.tx_fifo.wr_ptr[3]	5	tx_top.tx_fifo.fifo[11][2]
min in group asynchronous	1.02	rst	3	rx_top.receiver.rx_done_tick
max in group asynchronous	2.84	rst	3	rx_top.receiver.cs[0]
==> synthesized netlist by cell type (7+ instances only) <==
library cell and count:
a211oi_1 17, a21oi_1 41, and3_1 7, and4_1 10, buf_2 17, buf_6 7
clkbuf_1 19, dfrtp_1 58, dfxtp_1 36, edfxtp_1 256, ha_1 17, inv_1 10
mux2_2 48, mux2i_1 22, mux4_1 31, mux4_2 17, nand2_1 45, nand3_1 9
nor2_1 44, nor2b_1 10, nor3_1 18, nor4_1 9, nor4b_1 8, o21ai_0 35
o22ai_1 16, xnor2_1 21, xor2_1 16
Power and IR drop assume default switching activity.
